==> design/flow/design.v <==
module ctrl_unit (
    input logic clk,
    input logic rst_n,
    input logic mode,
    input logic [31:0] IR,
    input logic mul_valid_out,
    output logic [4:0] rs_addr,
    output logic [4:0] rt_addr,
    output logic [4:0] rd_addr,
    output logic [15:0]imm_val,
    output logic upbound,
    output logic clr_pc,
    output logic ld_pc,
    output logic [1:0] pc_sel,
    output logic clr_ir,
    output logic ld_ir,
    output logic ld_a,
    output logic ld_b,
    output logic ld_aluout,
    output logic ld_mdr,
    output logic alu_b_sel,
    output logic [3:0] alu_op,
    output logic use_slt,
    output logic [4:0] shamt,
    output logic mul_valid_in,
    output logic lo_hi,
    output logic use_mul,
    output logic br_sel,
    output logic mem_en_ctrl,
    output logic mem_wen_ctrl, 
    output logic [1:0] mem_size,
    output logic mem_unsigned,
    output logic reg_we,
    output logic [1:0] waddr_sel,
    output logic [1:0] wdata_sel,
    output logic [3:0] clr_flag,
    output logic flag_en
);
    logic [5:0] opcode, funct;
    logic [4:0] shamt_dec;
    assign opcode = IR[31:26];
    assign rs_addr = IR[25:21];
    assign rt_addr = IR[20:16];
    assign rd_addr = IR[15:11];
    assign shamt_dec = IR[10:6];
    assign funct = IR[5:0];
    assign imm_val = IR[15:0];
    localparam logic [5:0] OP_RTYPE = 6'b000000;
    localparam logic [5:0] OP_JMP = 6'b000001;
    localparam logic [5:0] OP_JAL = 6'b000011;
    localparam logic [5:0] OP_BEQ = 6'b000100;
    localparam logic [5:0] OP_BNE = 6'b000101;
    localparam logic [5:0] OP_LW = 6'b000110;
    localparam logic [5:0] OP_SW = 6'b000111;
    localparam logic [5:0] OP_LB = 6'b001000;
    localparam logic [5:0] OP_LBU = 6'b001001;
    localparam logic [5:0] OP_SB = 6'b001010;
    localparam logic [5:0] OP_LH = 6'b001011;
    localparam logic [5:0] OP_LHU = 6'b001100;
    localparam logic [5:0] OP_SH = 6'b001101;
    localparam logic [5:0] OP_LUI = 6'b001110;
    localparam logic [5:0] OP_SLTI = 6'b001111;
    localparam logic [5:0] OP_ADDI = 6'b010000;
    localparam logic [5:0] OP_ANDI = 6'b010001;
    localparam logic [5:0] OP_ORI = 6'b010010;
    localparam logic [5:0] OP_XORI = 6'b010011;
    localparam logic [5:0] FN_JR = 6'b000010;
    localparam logic [5:0] FN_SLT = 6'b001111;
    localparam logic [5:0] FN_ADD = 6'b010000;
    localparam logic [5:0] FN_AND = 6'b010001;
    localparam logic [5:0] FN_OR = 6'b010010;
    localparam logic [5:0] FN_XOR = 6'b010011;
    localparam logic [5:0] FN_SUB = 6'b010100;
    localparam logic [5:0] FN_SLL = 6'b010101;
    localparam logic [5:0] FN_SRL = 6'b010110;
    localparam logic [5:0] FN_SRA = 6'b010111;
    localparam logic [5:0] FN_MULLO = 6'b011000;
    localparam logic [5:0] FN_MULHI = 6'b011001;
    localparam logic [3:0] ALU_ADD = 4'b0000;
    localparam logic [3:0] ALU_SUB = 4'b0001;
    localparam logic [3:0] ALU_SLL = 4'b0010;
    localparam logic [3:0] ALU_SRL = 4'b0011;
    localparam logic [3:0] ALU_SRA = 4'b0100;
    localparam logic [3:0] ALU_AND = 4'b0101;
    localparam logic [3:0] ALU_OR = 4'b0110;
    localparam logic [3:0] ALU_XOR = 4'b0111;
    logic is_rtype, is_nop;
    logic is_jmp, is_jal, is_branch, is_beq, is_bne, is_jr;
    logic is_alu_imm;
    logic is_load, is_store, is_store_rmw;
    logic is_mul, is_mul_lo, is_mul_hi;
    logic is_slt, is_slti;
    assign is_rtype = (opcode == OP_RTYPE);
    assign is_nop = (IR == 32'd0);
    assign is_jmp = (opcode == OP_JMP);
    assign is_jal = (opcode == OP_JAL);
    assign is_beq = (opcode == OP_BEQ);
    assign is_bne = (opcode == OP_BNE);
    assign is_branch = is_beq | is_bne;
    assign is_jr = is_rtype && (funct == FN_JR);
    assign is_load = (opcode == OP_LW) | (opcode == OP_LB)  | (opcode == OP_LBU) | (opcode == OP_LH)  | (opcode == OP_LHU);
    assign is_store = (opcode == OP_SW) | (opcode == OP_SB)  | (opcode == OP_SH);
    assign is_store_rmw = (opcode == OP_SB) | (opcode == OP_SH);
    assign is_alu_imm = (opcode == OP_ADDI) | (opcode == OP_ANDI) | (opcode == OP_ORI) | (opcode == OP_XORI) | (opcode == OP_LUI) | (opcode == OP_SLTI);
    assign is_mul_lo = is_rtype && (funct == FN_MULLO);
    assign is_mul_hi = is_rtype && (funct == FN_MULHI);
    assign is_mul = is_mul_lo | is_mul_hi;
    assign is_slt = is_rtype && (funct == FN_SLT);
    assign is_slti = (opcode == OP_SLTI);
    assign upbound = (opcode == OP_LUI);
    always_comb begin
        mem_size = 2'b10;
        mem_unsigned = 1'b0;
        unique case (opcode)
            OP_LB: begin mem_size = 2'b00; mem_unsigned = 1'b0; end
            OP_LBU: begin mem_size = 2'b00; mem_unsigned = 1'b1; end
            OP_LH: begin mem_size = 2'b01; mem_unsigned = 1'b0; end
            OP_LHU: begin mem_size = 2'b01; mem_unsigned = 1'b1; end
            OP_LW: begin mem_size = 2'b10; mem_unsigned = 1'b0; end
            OP_SB: begin mem_size = 2'b00; end
            OP_SH: begin mem_size = 2'b01; end
            OP_SW: begin mem_size = 2'b10; end
            default: begin end
        endcase
    end
    typedef enum logic [4:0] {
        S_RESET,
        S_IF,
        S_ID,
        S_EX_R,
        S_EX_I,
        S_EX_ADDR,
        S_EX_BR,
        S_JUMP,
        S_MEM_RD1,
        S_MEM_RD2,
        S_WB_LD,
        S_MEM_WR,
        S_RMW_RD1,
        S_RMW_RD2,
        S_RMW_WR,
        S_MUL_START,
        S_MUL_WAIT1,
        S_MUL_CAP,
        S_WB_R
    } state_t;
    state_t state, state_n;
    always_ff @(posedge clk or negedge rst_n) begin
        if (!rst_n) state <= S_RESET;
        else state <= state_n;
    end
    always_comb begin
        clr_pc = 1'b0;
        ld_pc = 1'b0;
        pc_sel = 2'd0;
        clr_ir = 1'b0;
        ld_ir = 1'b0;
        ld_a = 1'b0;
        ld_b = 1'b0;
        ld_aluout = 1'b0;
        use_slt = 1'b0;
        ld_mdr = 1'b0;
        alu_b_sel = 1'b0;
        alu_op = ALU_ADD;
        shamt = 5'd0;
        mul_valid_in = 1'b0;
        lo_hi = 1'b0;
        use_mul = 1'b0;
        br_sel = 1'b0;
        mem_en_ctrl = 1'b0;
        mem_wen_ctrl = 1'b0;
        reg_we = 1'b0;
        waddr_sel = 2'd0;
        wdata_sel = 2'd0;
        clr_flag = 4'b0000;
        flag_en = 1'b0;
        state_n = state;
        unique case (state)
            S_RESET: begin
                clr_pc  = 1'b1;
                clr_ir  = 1'b1;
                state_n = S_IF;
            end
            S_IF: begin
                ld_ir   = 1'b1;
                state_n = S_ID;
            end
            S_ID: begin
                ld_a = 1'b1;
                ld_b = 1'b1;
                if (is_nop) begin
                    ld_pc = 1'b1;
                    pc_sel = 2'd0;
                    state_n = S_IF;                    
                end else if (is_jmp | is_jal) state_n = S_JUMP;
                else if (is_jr | is_branch) state_n = S_EX_BR;
                else if (is_load | is_store) state_n = S_EX_ADDR;
                else if (is_mul) state_n = S_MUL_START;
                else if (is_alu_imm) state_n = S_EX_I;
                else if (is_rtype) state_n = S_EX_R;
                else begin
                    ld_pc = 1'b1;
                    pc_sel = 2'd0;
                    state_n = S_IF;
                end
            end
            S_EX_R: begin
                alu_b_sel = 1'b0;
                shamt = shamt_dec;
                unique case (funct)
                    FN_ADD: alu_op = ALU_ADD;
                    FN_SUB: alu_op = ALU_SUB;
                    FN_AND: alu_op = ALU_AND;
                    FN_OR : alu_op = ALU_OR;
                    FN_XOR: alu_op = ALU_XOR;
                    FN_SLL: alu_op = ALU_SLL;
                    FN_SRL: alu_op = ALU_SRL;
                    FN_SRA: alu_op = ALU_SRA;
                    FN_SLT: begin
                        alu_op = ALU_SUB;
                        use_slt = 1'b1; 
                    end
                    default: alu_op = ALU_ADD;
                endcase
                use_mul = 1'b0;
                ld_aluout = 1'b1;
                if (!(funct == FN_SLT)) flag_en = 1'b1;
                state_n = S_WB_R;
            end
            S_EX_I: begin
                alu_b_sel = 1'b1;
                shamt = 5'd0;
                unique case (opcode)
                    OP_ADDI: alu_op = ALU_ADD;
                    OP_ANDI: alu_op = ALU_AND;
                    OP_ORI : alu_op = ALU_OR;
                    OP_XORI: alu_op = ALU_XOR;
                    OP_LUI : alu_op = ALU_ADD;
                    OP_SLTI: begin
                        alu_op = ALU_SUB;
                        use_slt = 1'b1;
                    end
                    default: alu_op = ALU_ADD;
                endcase
                use_mul = 1'b0;
                ld_aluout = 1'b1;
                if (opcode != OP_SLTI) flag_en = 1'b1;
                state_n = S_WB_R;
            end
            S_EX_BR: begin
                if (is_jr) begin
                    ld_pc = 1'b1;
                    pc_sel = 2'd2;
                    state_n = S_IF;
                end else begin
                    alu_b_sel = 1'b0;
                    alu_op = ALU_SUB;
                    br_sel = is_beq ? 1'b1 : 1'b0;
                    ld_pc = 1'b1;
                    pc_sel = 2'd1;
                    state_n = S_IF;
                end
            end
            S_JUMP: begin
                ld_pc = 1'b1;
                pc_sel = 2'd3;
                if (is_jal) begin
                    reg_we = 1'b1;
                    waddr_sel = 2'd2;  
                    wdata_sel = 2'd2;  
                end
                state_n = S_IF;
            end
            S_EX_ADDR: begin
                alu_b_sel = 1'b1;
                alu_op = ALU_ADD;
                use_mul = 1'b0;
                ld_aluout = 1'b1;
                if (is_load) state_n = S_MEM_RD1;
                else if (is_store) state_n = (is_store_rmw ? S_RMW_RD1 : S_MEM_WR);
                else state_n = S_IF;
            end
            S_MEM_RD1: begin
                mem_en_ctrl = 1'b1;
                mem_wen_ctrl = 1'b0;
                state_n = S_MEM_RD2;
            end
            S_MEM_RD2: begin
                ld_mdr = 1'b1;
                state_n = S_WB_LD;
            end
            S_WB_LD: begin
                reg_we = 1'b1;
                waddr_sel = 2'd1;  
                wdata_sel = 2'd1;  
                ld_pc = 1'b1;
                pc_sel = 2'd0;
                state_n = S_IF;
            end
            S_MEM_WR: begin
                mem_en_ctrl = 1'b1;
                mem_wen_ctrl = 1'b1;  
                ld_pc = 1'b1;
                pc_sel = 2'd0;
                state_n = S_IF;
            end
            S_RMW_RD1: begin
                mem_en_ctrl = 1'b1;
                mem_wen_ctrl = 1'b0;
                state_n = S_RMW_RD2;
            end
            S_RMW_RD2: begin
                ld_mdr = 1'b1;
                state_n = S_RMW_WR;
            end
            S_RMW_WR: begin
                mem_en_ctrl = 1'b1;
                mem_wen_ctrl = 1'b1;
                ld_pc = 1'b1;
                pc_sel = 2'd0;
                state_n = S_IF;
            end
            S_MUL_START: begin
                use_mul = 1'b1;
                mul_valid_in = 1'b1;
                lo_hi = is_mul_lo ? 1'b1 : 1'b0;
                state_n = S_MUL_WAIT1;
            end
            S_MUL_WAIT1: begin
                use_mul = 1'b1;
                lo_hi = is_mul_lo ? 1'b1 : 1'b0;
                state_n = S_MUL_CAP;
            end
            S_MUL_CAP: begin
                use_mul = 1'b1;
                lo_hi = is_mul_lo ? 1'b1 : 1'b0;
                ld_aluout = 1'b1;
                state_n = S_WB_R;
            end
            S_WB_R: begin
                reg_we = 1'b1;
                wdata_sel = 2'd0;
                if (is_alu_imm) waddr_sel = 2'd1;
                else waddr_sel = 2'd0;
                ld_pc = 1'b1;
                pc_sel = 2'd0;
                state_n = S_IF;
            end
            default: state_n = S_IF;
        endcase
    end
endmodule
==> design/flow/run.sh <==
#!/bin/bash
# OpenROAD 26Q1-2900-gdf79404cd8, Yosys 0.63+post, stock flow scripts
make -C /OpenROAD-flow-scripts/flow DESIGN_CONFIG=/design/flow/config.mk WORK_HOME=/design/flow/orfs finish
==> design/flow/config.mk <==
export PLATFORM = sky130hd
export DESIGN_NAME = ctrl_unit
export DESIGN_NICKNAME = ctrl_unit
export VERILOG_FILES = /design/flow/design.v
export SDC_FILE = /design/flow/constraint.sdc
export NUM_CORES = 4
export LEC_CHECK = 1
export CORE_AREA = 10 10 103 103
export DIE_AREA = 0 0 113 113
export SYNTH_HDL_FRONTEND = slang
==> design/flow/constraint.sdc <==
current_design ctrl_unit

set clk_period 4.2
set clk_io_pct 0.2

create_clock -name clk0 -period $clk_period [get_ports {clk}]

set non_clock_inputs [all_inputs -no_clocks]
set_input_delay [expr $clk_period * $clk_io_pct] -clock clk0 $non_clock_inputs
set_output_delay [expr $clk_period * $clk_io_pct] -clock clk0 [all_outputs]
==> impl_metrics.ini <==
; yosys + openroad results
[yosys]
top_cell_area_share_pct = 29.6
yosys_warnings = 0
netlist_instances = 186
yosys_cells = 186
synth_cell_types = 47
ys_ff = 19
netlist_top_cells_count = 38 x buf_4, 18 x dfrtp_1, 14 x nor2_1
area_leaders = dfrtp_1 30%, buf_4 19%, nor2_1 3.5%
async_reset_ff_share_pct = 100
largest_area_cell = dfrtp_1
synthesis.area_um2 = 1520
top_cell = buf_4
postSynthAreaPerCell_um2 = 8.19
synth_seq_share_pct = 31.3
ys_area_um2 = 1520
edf_count = 0
synthFlopType = dfrtp_1

[drt]
drc = 0
diodes = 0
antenna_left = 0
via_per_inst = 4.29
wirelength_um = 5860
vias = 1553
drtIter0Drc = 94
routedWlPerCell_um = 16.2
drtPass1Iterations = 4

[placement]
place.port_buffers = 100
place_inst = 358
place_congestion = 0.844
postPlaceCellArea_um2 = 2410
dpl.hpwl_um = 4920

[job]
cap_violations = 0
tool_warnings = 27

[critical_path]
arrival_ps = 2880
worstSetupEndpointType = primary output
crit_path_cell_trace = clkdlybuf4s50_1, or3b_1, nor3b_1, nand2_1, o21ai_0, clkdlybuf4s50_1
worst_path_most_repeated_cell = clkdlybuf4s50_1
worstSetupPathType = in2out
start_kind = primary input
required_ps = 3360
critical-path-max-stage-delay_ps = 630
path_max_fanout = 9
cp_slowest_cell = clkdlybuf4s50_1

[sta]
report.final.hold_viol_count = 0
finalClockPeriodUsage_pct = 88.5
fmax_mhz = 269
rsz0062_at_grt = false
fin_worst_skew_ps = 3.25
tns_ps = 0
holdWs_ps = 369
setup_viol = 0
fin_crit_ps = 3720
drv_slew = 0

[grt]
grt_max_degree = 20
grtUsageTotal_pct = 8.70
grt_antenna_before_repair = 0
grt_pass1_vias = 1558
overflow = 0
grt_pass1_wl_um = 9020

[power_and_ir_drop]
comb_power_share_pct = 30.7
power.internal_uw = 342
power.switching_uw = 112
power_density_nw_per_um2 = 185
swShare_pct = 24.7
ir_drop_mv = 0.207
pwr-share-clk_pct = 26.9
power_leakage_nw = 0.995
p_seq_share_pct = 42.4

[die]
io_pins = 108
initCoreUtil_pct = 18.3
core_region_area_um2 = 8300
die_area_um2 = 12800
die_x_um = 113
fp-row-count = 33
fp.dieH_um = 113

[clock_tree]
cts_tree = done
cts_buffers = 3
clock-sinks = 19
clk_pin_slew_ps = 70
post-cts-setup-buffers = 0
cts_root_buf = clkbuf_8
hold_buffers = 0
ctsLongestPathBuffers = 2
h-tree-depth = 1
cts_resized = 0
clock_latency_ps = 250

[finish]
stdcell_area_um2 = 2460
largestRegisters = state x19
drive_gt1_share_pct = 8.56
final_cells = 362
largest_reg_flops = 19
largest-register = state
syn_to_final_growth_pct = 61.3

[run_status]
status = finished clean

[hold_path]
hp-class = reg2reg
[layout make-up]
type	instances	area [um^2]
Inverter	7	26.3
Tap cell	105	131
Clock inverter	1	5.00
Clock buffer	3	41.3
Sequential cell	19	477
Fill cell	879	5840
Timing Repair Buffer	107	1050
Multi-Input combinational cell	120	722
[routing by layer]
layer	vias up	share of wire (%)	routed length, um	global-route usage [%]
li1	757	-	-	-
met4	0	0	0	0.0846
met5	-	0	0	0
met2	96	40	2340	12.6
met1	700	46	2710	12.0
met3	0	14	813	4.49
[metrics by stage]
stage | worst slack [ps] | total power [mW] | util, %
2_1_floorplan | 1640 | 0.252 | -
3_3_place_gp | 485 | 0.337 | 29.0
3_5_place_dp | 448 | 0.337 | 29.0
4_1_cts | 443 | 0.460 | 29.6
5_1_grt | 334 | 0.484 | 29.6
6_report | 484 | 0.454 | 29.6
[final timing paths]
check,from,end,slack (ps),depth (start not counted)
worst max-delay path,IR[30],alu_op[1],480,6
worst min-delay path,state[12]$_DFF_PN0_,state[7]$_DFF_PN0_,370,0
worst max register to register,state[8]$_DFF_PN0_,state[10]$_DFF_PN0_,2870,3
worst min register to register,state[12]$_DFF_PN0_,state[7]$_DFF_PN0_,370,0
max in group asynchronous,rst_n,state[0]$_DFF_PN1_,3020,2
min in group asynchronous,rst_n,state[16]$_DFF_PN0_,920,2
[power by group through the flow]
stage	combinational (mW)	clock [mW]	sequential [mW]
CTS	0.142	0.125	0.193
global route	0.154	0.136	0.193
finish	0.139	0.122	0.193
[placed cells by master, fill, tap and decap left out, types with 5 or more instances in the layout]
master and n:
nor2_1 14, conb_1 6, nand4_1 5, or2_2 5
and2_1 6, inv_1 7, dfrtp_1 18, clkdlybuf4s50_1 100
buf_4 7, nand2_1 12, nor4_1 5, nor3_1 10
o21ai_0 5, a21oi_1 5
[cell families after synthesis]
family / count (synthesis) / synth area share [%]
and+or+nand+nor: 88 / 33.3
buffers and inverters: 52 / 22.5
DFF: 19 / 31.3
adders and majority gates: 1 / 0.657
xor gates and xnor gates: 2 / 1.15
other: 1 / 0.246
AOI/OAI and AO/OA: 23 / 10.8
[critical path: cells and delay by family]
family	cells	cell delay, ps
AND/OR/NAND/NOR	3	840
buffers and inverters	2	1120
AND-OR/OR-AND	1	70
No activity file was given, so power comes from the tool's default toggle rates.
