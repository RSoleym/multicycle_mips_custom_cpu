===== /design/flow/design.v =====
module multiplier_blk(
    input logic clk,
    input logic rst_n,
    input logic lo_hi,
    input logic valid_in,
    input logic signed [31:0] a,
    input logic signed [31:0] b,
    output logic signed [31:0] result,
    output logic valid_out
);
    logic signed [63:0] prod;
    logic lo_hi_q;
    typedef enum logic [1:0] {
        BUSY,
        DONE,
        IDLE
    }status_t;
    status_t status;
    always_ff @(posedge clk or negedge rst_n) begin
        valid_out <= 0;
        if (!rst_n) begin
            status <= IDLE;
            prod <= 0;
            result <= 0;
            valid_out <= 0;
            lo_hi_q <= 0;
        end else begin 
            if (valid_in && status != BUSY) begin
                prod <= a * b;
                lo_hi_q <= lo_hi;
                status <= BUSY;
            end else if (status == BUSY) begin
                if (lo_hi_q) result <= prod[31:0];
                else result <= prod[63:32];
                valid_out <= 1;
                status <= DONE;
            end else if (status == DONE) begin
                valid_out <= 0;
                status <= IDLE;
            end  
        end
    end
endmodule
module multi_sta_top (
    input logic clk,
    input logic rst_n,
    input logic lo_hi_in,
    input logic valid_in_in,
    input logic signed [31:0] a_in,
    input logic signed [31:0] b_in,
    output logic signed [31:0] result_out,
    output logic valid_out_out
);
    logic lo_hi_reg;
    logic valid_in_reg;
    logic [31:0] a_reg;
    logic [31:0] b_reg;
    logic [31:0] result_reg;
    logic valid_out_reg;
     always_ff @(posedge clk) begin
        a_reg <= a_in;
        b_reg <= b_in;
        lo_hi_reg <= lo_hi_in;
        valid_in_reg <= valid_in_in;
     end
    multiplier_blk u_mul (
        .clk(clk),
        .rst_n(rst_n),
        .lo_hi(lo_hi_reg),
        .valid_in(valid_in_reg),
        .a(a_reg), 
        .b(b_reg), 
        .result(result_reg), 
        .valid_out(valid_out_reg)
    );
    always_ff @(posedge clk) begin
        result_out <= result_reg;
        valid_out_out   <= valid_out_reg;
    end
endmodule

===== /design/flow/run.sh =====
#!/bin/bash
# OpenROAD 26Q1-2900-gdf79404cd8, Yosys 0.63+post, stock flow scripts
make -C /OpenROAD-flow-scripts/flow DESIGN_CONFIG=/design/flow/config.mk WORK_HOME=/design/flow/orfs finish

===== /design/flow/config.mk =====
export PLATFORM = sky130hd
export DESIGN_NAME = multi_sta_top
export DESIGN_NICKNAME = multi_sta_top
export VERILOG_FILES = /design/flow/design.v
export SDC_FILE = /design/flow/constraint.sdc
export NUM_CORES = 4
export LEC_CHECK = 1
export CORE_UTILIZATION = 30
export SYNTH_HDL_FRONTEND = slang

===== /design/flow/constraint.sdc =====
current_design multi_sta_top

set clk_period 21.1
set clk_io_pct 0.2

create_clock -name clk0 -period $clk_period [get_ports {clk}]

set non_clock_inputs [all_inputs -no_clocks]
set_input_delay [expr $clk_period * $clk_io_pct] -clock clk0 $non_clock_inputs
set_output_delay [expr $clk_period * $clk_io_pct] -clock clk0 [all_outputs]

==> flow_summary.yaml <==
# physical design summary
finish:
  top_register: "u_mul.prod"
  area_growth_pct: 8.634
  drive_above_1_share_pct: 2.880
  largest_reg_flops: 64
  nFillCells: 14045
setup_path:
  critPathKind: "flop to flop"
  critPathCapture: "u_mul.prod[61]$_DFFE_PN0P_"
  timing.rr.end: "u_mul.prod[61]$_DFFE_PN0P_"
  r2r-start: "b_reg[4]$_DFF_P_"
  slowest_stage: "fa_1"
  critical_path.max_stage_delay_ns: 0.96
  worstPathMaxFanout: 21
  required_ns: 21.50
  crit_path_start: "b_reg[4]$_DFF_P_"
  cp_cell_sequence: "buf_4 -> and2_1 -> fa_1 -> fa_1 -> fa_1 -> fa_1 -> inv_1 -> fa_1 -> inv_1 -> fa_1 -> fa_1 -> fa_1 -> ha_1 -> a21oi_1 -> o21ai_0 -> a21o_1 -> a21o_1 -> a21o_1 -> a21o_1 -> a32oi_1 -> mux2i_1 -> o311ai_0"
  r2r_slack_ns: 12.59
  start_kind: "flop"
  rr_worst_depth: 22
  end_kind: "flop"
  arrival_ns: 8.91
  cp_common_cell: "fa_1"
route:
  routed_wl_microns: 104900
  vias_per_cell: 4.526
  firstDrtPassIters: 5
  wl_per_cell_microns: 17.00
  drc: 0
  drt-initial-drc-count: 1133
  drt.antenna.violating_nets: 0
  vias: 27923
placed_design:
  io_buffers: 100
  gp_congestion: 0.9008
  place_ws_ns: 12.57
  hpwlAfterDp_microns: 87650
flow_run:
  warning_count: 25
  max_cap_viol_count: 0
yosys:
  yosysChipArea_sq_um: 42040
  yosysTopAreaCellShare_pct: 51.53
  ys_warn_count: 0
  yosysUniqueCellTypes: 70
  ys.flops: 199
  ys_seq_share_pct: 10.67
  synth-edff-count: 0
  async_flop_share_pct: 50.25
  synth.avg_cell_area_sq_um: 9.693
  syn_area_sq_um: 42040
  yosys-top-cells-area: "fa_1 (52%), inv_1 (8.4%), and2_1 (7.7%), dfrtp_1 (5.9%), nand2_1 (5.6%)"
  synth_cells: 4337
  synth_top_flop_cell: "dfxtp_1"
  yosysTopAreaCell: "fa_1"
  ys_cells: 4337
cts:
  cts_sinks: 199
  postCtsSetupRepairBufs: 0
  cts_tree: "built"
  root_buffer: "clkbuf_16"
  htreeDepth: 4
  ctsHoldBuffers: 0
  clock_latency_ns: 0.55
  clk_path_buf_depth: 2
  cts_made_buffers: 17
  ctsResizeCount: 0
  path_clk_slew_ns: 0.11
floorplanning:
  rows: 136
  ios: 101
  initial_utilization_pct: 30.42
  chipArea_sq_um: 141600
  placeableCoreArea_sq_um: 138200
  die_width_microns: 376.3
  dieHeight_microns: 376.3
sta:
  timing.final.crit_period_ns: 8.507
  rsz0062_at_grt: "false"
  holdWs_ns: 0.3390
  hold_viol_final: 0
  slew_headroom_pct: 46.72
  worst_pin_slew_ns: 0.7790
  setup_viol_count_final: 0
  setup_slack_ns: 12.59
  fin_crit_sh_pct: 40.32
  clock_skew_ns: 0.03277
  finalMaxSlewViolations: 0
  finalSetupTns_ns: 0
  max_freq_mhz: 117.5
grt:
  grt_usage_pct: 16.38
  grt_pass1_wl_microns: 171700
  antenna_found_initial: 2
  grt_max_degree: 69
  overflow: 0
  grt_pass1_vias: 30498
worst_hold_path:
  hp-class: "flop to flop"
status:
  status: "finished, final reports clean"
-- cell families after synthesis --
group | share of synthesized area [%]
AOI/OAI and AO/OA | 4.381
muxes | 0.8096
DFF | 10.67
xor gates and xnor gates | 1.354
and+or+nand+nor | 15.20
buffers and inverters | 10.58
adders and majority gates | 57.00
-- layout by cell type (no fill, tap or decap), types with 4 or more instances in the layout --
cell type	count
a211oi_1	10
a21o_1	37
a21oi_1	64
a31oi_1	7
and2_1	517
and3_1	8
buf_4	75
clkbuf_16	17
clkdlybuf4s50_1	99
clkinv_8	8
dfrtp_1	98
dfxtp_1	99
fa_1	1082
ha_1	184
inv_1	944
mux2i_1	34
nand2_1	630
nand2b_1	13
nand3_1	13
nand4_1	18
nor2_1	54
nor2b_1	6
nor3_1	11
nor3b_1	4
o211ai_1	4
o21a_1	8
o21ai_0	113
o21bai_1	9
or3_1	5
or4_1	5
xnor2_1	39
xor2_1	26
-- synth_stat cells (6+ instances only) --
cell      instances
and3_1            8
a31oi_1           7
o21ai_0         113
nor2b_1           6
dfxtp_1          99
and2_1          517
buf_2             9
xor2_1           26
a211oi_1         10
nand2_1         631
nand2b_1         13
inv_1           944
buf_1             6
nand3_1          13
nand4_1          18
ha_1            184
fa_1           1082
o21bai_1          9
clkbuf_1        220
xnor2_1          39
mux2i_1          34
dfrtp_1          99
nor3_1           11
o21a_1            8
a21o_1           37
nor2_1           54
a21oi_1          64
-- final cells by class --
type,instances,area (sq um),area share [%]
Sequential cell,199,4487,9.825
Clock buffer,17,425.4,0.9315
Tap cell,1863,2331,5.104
Clock inverter,15,214.0,0.4685
Timing Repair Buffer,174,1554,3.403
Inverter,944,3543,7.759
Antenna cell,1,2.502,0.005480
Multi-Input combinational cell,2957,33110,72.50
-- worst min-delay path by stage --
stage	slack (ns)	cells after the start	start	end
CTS	0.34	0	u_mul.valid_out$_DFF_PN0_	valid_out_out$_DFF_P_
global route	0.36	0	u_mul.valid_out$_DFF_PN0_	valid_out_out$_DFF_P_
finish	0.34	0	u_mul.valid_out$_DFF_PN0_	valid_out_out$_DFF_P_
-- through the flow --
| stage | instances | instance area (sq um) | utilization, % |
|---|---|---|---|
| 4_1_cts | 6169 | 45670 | 33.05 |
| 3_3_place_gp | 6137 | 45030 | 32.59 |
| 5_1_grt | 6169 | 45670 | 33.05 |
| 3_5_place_dp | 6137 | 45030 | 32.59 |
| 2_1_floorplan | 4337 | 42040 | - |
| 6_report | 6170 | 45670 | 33.05 |
-- worst max-delay path: cells and delay by family, from the launching register on --
family	cells	cell delay, ns
muxes	1	0.22
and+or+nand+nor	1	0.18
adders and majority gates	9	5.07
AOI/OAI and AO/OA	8	1.56
buffers and inverters	3	0.76
DFF	1	0.56
-- per-layer routing --
metal / vias to the layer above / wire [microns] / global-route usage [%]
met2: 784 / 54360 / 27.66
met5: - / 8 / 0
met4: 2 / 2116 / 2.677
met3: 110 / 6547 / 4.453
li1: 12506 / - / -
met1: 14521 / 41830 / 22.00
